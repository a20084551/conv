===== flow/config.mk =====
export PLATFORM = sky130hd
export DESIGN_NAME = conv
export DESIGN_NICKNAME = conv
export VERILOG_FILES = /design/flow/design.v
export SDC_FILE = /design/flow/constraint.sdc
export NUM_CORES = 4
export LEC_CHECK = 1
export CORE_UTILIZATION = 50

===== flow/constraint.sdc =====
current_design conv

set clk_period 8.1
set clk_io_pct 0.2

create_clock -name clk0 -period $clk_period [get_ports {Aclk}]

set non_clock_inputs [all_inputs -no_clocks]
set_input_delay [expr $clk_period * $clk_io_pct] -clock clk0 $non_clock_inputs
set_output_delay [expr $clk_period * $clk_io_pct] -clock clk0 [all_outputs]

===== flow/design.v =====
`timescale 1ns/100ps
module conv(
           input Aclk,
           input rst,
           input [7:0] Xin,
           input [7:0] Kin,
           output reg [7:0] Rout,
           output reg result_done
       );
reg [7:0] pattern [9-1:0];
reg [4:0] daddr;
wire pattern_done;
reg [7:0] kernel [4-1:0];
reg [4:0] kaddr;
wire kernel_done;
reg [7:0] result [4-1:0];
reg [4:0] out_cnt;
integer i;
assign pattern_done = (daddr-1>=9) ? 1'd1 : 1'd0;
always@(posedge Aclk)
begin
    if(rst)
    begin
        for(i=0;i<9;i=i+1)
        begin
            pattern[i] <= 7'd0;
        end
        daddr <= 5'd1;   
    end
    else
    begin
        if(pattern_done)
        begin
            pattern[daddr] <= pattern[daddr];
            daddr <= daddr;
        end
        else
        begin
            pattern[daddr-1] <= Xin;
            daddr <= daddr + 5'd1;
        end
    end
end
assign kernel_done = (kaddr-1>=4) ? 1'd1 : 1'd0;
always@(posedge Aclk)
begin
    if(rst)
    begin
        for(i=0;i<4;i=i+1)
        begin
            kernel[i] <= 7'd0;
        end
        kaddr <= 5'd1;
    end
    else
    begin
        if(kernel_done)
        begin
            kernel[kaddr] <= kernel[kaddr];
            kaddr <= kaddr;
        end
        else
        begin
            kernel[kaddr-1] <= Kin;
            kaddr <= kaddr + 5'd1;
        end
    end
end
always@(*)
begin
    if(rst)
    begin
        for(i=0;i<4;i=i+1)
        begin
            result[i] = 7'd0;
        end
    end
    else
    begin
        if(pattern_done & kernel_done)
        begin
            result[0] = pattern[0]*kernel[0] + pattern[1]*kernel[1] + pattern[3]*kernel[2] + pattern[4]*kernel[3];
            result[1] = pattern[1]*kernel[0] + pattern[2]*kernel[1] + pattern[4]*kernel[2] + pattern[5]*kernel[3];
            result[2] = pattern[3]*kernel[0] + pattern[4]*kernel[1] + pattern[6]*kernel[2] + pattern[7]*kernel[3];
            result[3] = pattern[4]*kernel[0] + pattern[5]*kernel[1] + pattern[7]*kernel[2] + pattern[8]*kernel[3];
        end
        else
        begin
            for(i=0;i<4;i=i+1)
            begin
                result[i] = 7'd0;
            end
        end
    end
end
always@(posedge Aclk)
begin
    if(rst)
    begin
        result_done <= 1'd0;
    end
    else
    begin
        if(pattern_done & kernel_done)
        begin
            result_done <= 1'd1;
        end
        else
        begin
            result_done <= result_done;
        end
    end
end
always@(posedge Aclk)
begin
    if(rst)
    begin
        Rout <= 7'd0;
        out_cnt <= 5'd1;
    end
    else
    begin
        if(pattern_done & kernel_done)
        begin
            out_cnt <= out_cnt + 5'd1;
            Rout <= result[out_cnt-1];
        end
        else
        begin
            out_cnt <= 5'd1;
            Rout <= 5'd0;
        end
    end
end
endmodule

===== flow/run.sh =====
#!/bin/bash
# OpenROAD 26Q1-2900-gdf79404cd8, Yosys 0.63+post, stock flow scripts
make -C /OpenROAD-flow-scripts/flow DESIGN_CONFIG=/design/flow/config.mk WORK_HOME=/design/flow/orfs finish

==> results.json <==
{
  "fp.dieW_um": 208.4,
  "critPathBufInv": 6,
  "ioPinCount": 27,
  "top_area_cell": "fa_1",
  "maxSlewHeadroom_pct": 31.34,
  "cts_buffers": 17,
  "synth.cell_area_um2": 21290,
  "finalHoldViolCount": 0,
  "async_flop_share_pct": 0,
  "clock_sinks": 125,
  "rsz0062_at_grt": "no",
  "ctsResizeCount": 0,
  "critPathCapture": "Rout[7]",
  "gp_congestion": 0.9578,
  "grt_pass1_vias": 15480,
  "cts_tree": "built",
  "critPathLaunchType": "flop",
  "flop_cell": "edfxtp_1",
  "worstHoldPathType": "flop to flop",
  "area_delta_synth_final_pct": 7.451,
  "final_common_cell": "inv_1",
  "worst_slew_pin_slew_ps": 1030,
  "chipArea_um2": 43420,
  "vias_per_cell": 5.165,
  "startpoint": "kernel[3][2]",
  "antenna_found_initial": 0,
  "top_cell_area_share_pct": 27.08,
  "clock.fmax_ghz": 0.1314,
  "yosys_area_um2": 21290,
  "core_util_floorplan_pct": 50.77,
  "syn_inst": 2273,
  "synth_stat.cells": 2273,
  "fin_crit_sh_pct": 93.93,
  "cp_common_cell": "fa_1",
  "die_h_um": 208.4,
  "grt_pass1_wl_mm": 93.75,
  "arrival_ps": 7940,
  "rows": 75,
  "cts_hold_buf": 0,
  "postCtsSetupRepairBufs": 0,
  "slew_viol_final": 0,
  "critPathTopFamily": "adder cells",
  "tool_warnings": 32,
  "layout-drive-gt1-share_pct": 4.718,
  "ys_ff": 125,
  "ctsLongestPathBuffers": 2,
  "postSynthSeqShare_pct": 16.64,
  "drt-initial-drc-count": 693,
  "worst_ep_required_time_ps": 8430,
  "edf_count": 104,
  "grt_use_total_pct": 31.43,
  "end_kind": "flop",
  "n_fill_cell": 3686,
  "crit_type": "flop to flop",
  "setup-violations-final": 0,
  "final_cell_mix": "inv_1, and2_1, nand2_1, fa_1, ha_1",
  "r2r_slack_ps": 490,
  "status": "complete, no violations",
  "drc": 0,
  "dr.pass1.iters": 7,
  "vias": 14620,
  "routedWlPerCell_um": 21.26,
  "ant_nets": 0,
  "finalWirelength_mm": 60.19,
  "min_period_ps": 7608,
  "cts_htree_levels": 4,
  "yosys_warnings": 2,
  "final.setup.tns_ps": 0,
  "overflow": 0,
  "ys_top_cells_by_area": "fa_1, ha_1, edfxtp_1",
  "insertion_delay_ps": 440,
  "fin_skew_ps": 18.14,
  "portBuffers": 26,
  "grt_max_degree": 33,
  "syn_avg_cell_area_um2": 9.368,
  "cp_max_fo": 16,
  "hpwlAfterDp_mm": 45.73,
  "dp_cells": 2796,
  "r2r_start": "kernel[3][2]",
  "crit_chain": "buf_4, nand2_1, fa_1, inv_1, ha_1, inv_1, fa_1, fa_1, inv_1, fa_1, fa_1, fa_1, inv_1, fa_1, inv_1, fa_1, a21o_1, a21oi_1, xnor2_1, xnor2_1, xnor3_1, a22oi_2, a21boi_2",
  "slowest_stage": "edfxtp_1",
  "cp_slowest_stage_delay_ps": 1030,
  "instances_no_fill": 2831,
  "core_area_um2": 41950,
  "path_clk_slew_ps": 80,
  "clockRootBuffer": "clkbuf_16",
  "maxCapViolCount": 0,
  "ff2ff_path_depth": 23,
  "reg2reg_to": "Rout[7]",
  "ys_types": 43,
  "path_depth": 23
}
[stage by stage]
step,hold WS (ps),setup slack (ps),area [um2],util (%)
3_5_place_dp,474.4,500.9,22260,53.07
2_1_floorplan,430.3,1054,21290,-
4_1_cts,482.8,465.0,22870,54.53
6_report,472.3,491.9,22880,54.55
5_1_grt,502.0,227.9,22870,54.53
3_3_place_gp,463.0,585.0,22260,53.07
[worst min-delay path, cell delays in order, from the launching register on]
cell and delay [ps]:
dfxtp_1 310, inv_1 40, o21ai_0 70
[worst min-delay path by stage]
stage	slack (ps)	end	depth (start not counted)	start
5_1_grt	500	result_done	2	result_done
6_report	470	result_done	2	result_done
4_1_cts	480	result_done	2	result_done
[synthesized netlist by cell type, types with 2 or more instances]
cell type    n
a21o_1      10
a21oi_1     19
a222oi_1     7
and2_1     395
and2_2       4
buf_1        2
buf_2       15
clkbuf_1    74
dfxtp_1     21
edfxtp_1   104
fa_1       288
ha_1       262
inv_1      446
nand2_1    288
nand2b_1     4
nand3b_1     3
nand4_1      2
nor2_1      35
nor2_2       3
nor2b_1      3
nor4_2       2
o31ai_1      2
or2_1        4
or2_2       11
xnor2_1    195
xnor3_1      9
xor2_1      49
[registers in the layout (all words and copies together) (netlist names)]
signal       count
Rout             8
daddr            5
kaddr            5
kernel          32
out_cnt          2
pattern         72
result_done      1
[metal layers]
metal	global-route usage [%]	up-vias	share of wire [%]
li1	-	6796	-
met4	5.977	0	2.4
met3	12.99	89	11
met1	47.73	7093	43
met5	0	-	0
met2	45.07	644	44
[cell type report]
| class | count | area (um2) | area share [%] |
|---|---|---|---|
| Clock inverter | 15 | 186.4 | 0.8148 |
| Timing Repair Buffer | 76 | 660.6 | 2.887 |
| Sequential cell | 125 | 3543 | 15.49 |
| Inverter | 446 | 1674 | 7.317 |
| Antenna cell | 3 | 7.507 | 0.03281 |
| Clock buffer | 17 | 425.4 | 1.859 |
| Tap cell | 539 | 674.4 | 2.947 |
| Multi-Input combinational cell | 1610 | 15710 | 68.66 |
[logic make-up (layout without fill, tap and decap cells)]
family                     Yosys count  count (layout)  synth area share, %
xor gates and xnor gates           254             254                11.06
other                                0               3                    0
DFF                                125             125                16.64
AOI/OAI and AO/OA                   45              45                1.498
adders and majority gates          550             550                42.47
and+or+nand+nor                    760             760                18.69
buffers and inverters              538             554                9.589
muxes                                1               1              0.04701
